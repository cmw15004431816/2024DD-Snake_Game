**./run.sh**
```bash
#!/bin/bash
# OpenROAD 26Q1-2900-gdf79404cd8, Yosys 0.63+post, stock flow scripts
make -C /OpenROAD-flow-scripts/flow DESIGN_CONFIG=/design/flow/config.mk WORK_HOME=/design/flow/orfs finish
```
**./config.mk**
```make
export PLATFORM = sky130hd
export DESIGN_NAME = snack_control
export DESIGN_NICKNAME = snack_control
export VERILOG_FILES = /design/flow/design.v
export SDC_FILE = /design/flow/constraint.sdc
export NUM_CORES = 4
export LEC_CHECK = 1
export CORE_UTILIZATION = 30
```
**./constraint.sdc**
```tcl
current_design snack_control

set clk_period 17.8
set clk_io_pct 0.2

create_clock -name clk0 -period $clk_period [get_ports {clk}]

set non_clock_inputs [all_inputs -no_clocks]
set_input_delay [expr $clk_period * $clk_io_pct] -clock clk0 $non_clock_inputs
set_output_delay [expr $clk_period * $clk_io_pct] -clock clk0 [all_outputs]
```
**./design.v**
```verilog
`timescale 1ns / 1ps
module keycheck(
    input clk,
    input rst_n,
    input key,
    output reg key_v
);
    reg [2:0] key_cnt;
    always @(posedge clk or negedge rst_n) begin
        if (!rst_n)
            key_cnt <= 3'b000;
        else
            key_cnt <= {key_cnt[1:0], key};
    end
    always @(posedge clk or negedge rst_n) begin
        if (!rst_n)
            key_v <= 1'b0;
        else if (key_cnt == 3'b110)
            key_v <= 1'b1;
        else
            key_v <= 1'b0;
    end
endmodule
`timescale 1ns / 1ps
module snack_control(
    input clk,
    input rst_n,
    input key_r,
    input key_l,
    input key_u,
    input key_d,
    input [9:0] box_x,
    input [8:0] box_y,
    input [9:0] x_pos,
    input [8:0] y_pos,
    input [1:0] speed_mode,
    output reg drive,
    output  snack_r,
    output snake_head
    );
    wire key_r1;
    wire key_l1;
    wire key_u1;
    wire key_d1;
    reg [1:0] dir; 
    parameter right = 2'd0;
    parameter left = 2'd1;
    parameter up = 2'd2;
    parameter down = 2'd3;
    keycheck r_keycheck(
        .clk(clk),
        .rst_n(rst_n),
        .key(key_r),
        .key_v(key_r1)
    );
    keycheck l_keycheck(
        .clk(clk),
        .rst_n(rst_n),
        .key(key_l),
        .key_v(key_l1)
    );
    keycheck u_keycheck(
        .clk(clk),
        .rst_n(rst_n),
        .key(key_u),
        .key_v(key_u1)
    );
    keycheck d_keycheck(
        .clk(clk),
        .rst_n(rst_n),
        .key(key_d),
        .key_v(key_d1)
    );
    always @(posedge clk or negedge rst_n)
        if (!rst_n) dir <= right;
        else if (key_r1 && dir != left) dir <= right;
        else if (key_l1 && dir != right) dir <= left;
        else if (key_u1 && dir != down) dir <= up;
        else if (key_d1 && dir != up) dir <= down;
    reg [9:0] snack_x[19:0];
    reg [8:0] snack_y[19:0];
    reg [20:0] cnt_m; 
    reg [20:0]update_time;
    always @( posedge clk or negedge rst_n) begin
    if(!rst_n)
        update_time = 19'd420000;
      else begin
         case (speed_mode)
         2'b00: update_time <= 20'd620000;  
         2'b01: update_time <= 20'd420000;  
         2'b10: update_time <= 20'd320000;  
         endcase
        end
    end
     reg fin;
    always @(posedge clk or negedge rst_n)
        if (!rst_n) cnt_m <= 19'd0;
        else if (fin) cnt_m <= 19'd0;
        else if (cnt_m == update_time) cnt_m <= 19'd0;
        else cnt_m <= cnt_m + 19'd1;
    always @(posedge clk or negedge rst_n)
        if (!rst_n) begin
            snack_x[0] <= 10'd400;
            snack_y[0] <= 10'd300;
        end else if (cnt_m == update_time)
            case (dir)
                right: if (snack_x[0] >= 10'd799) snack_x[0] <= 10'd0;
                       else snack_x[0] <= snack_x[0] + 10'd5;
                left: if (snack_x[0] == 10'd0) snack_x[0] <= 10'd799;
                      else snack_x[0] <= snack_x[0] - 10'd5;
                up: if (snack_y[0] >= 10'd599) snack_y[0] <= 10'd0;
                    else snack_y[0] <= snack_y[0] + 10'd5;
                down: if (snack_y[0] == 10'd0) snack_y[0] <= 10'd599;
                      else snack_y[0] <= snack_y[0] - 10'd5;
            endcase
    always @(posedge clk or negedge rst_n)
        if (!rst_n) begin
            snack_x[1] <= 10'd0;
            snack_y[1] <= 10'd0;
            snack_x[2] <= 10'd0;
            snack_y[2] <= 10'd0;
            snack_x[3] <= 10'd0;
            snack_y[3] <= 10'd0;
            snack_x[4] <= 10'd0;
            snack_y[4] <= 10'd0;
            snack_x[5] <= 10'd0;
            snack_y[5] <= 10'd0;
            snack_x[6] <= 10'd0;
            snack_y[6] <= 10'd0;
            snack_x[7] <= 10'd0;
            snack_y[7] <= 10'd0;
            snack_x[8] <= 10'd0;
            snack_y[8] <= 10'd0;
            snack_x[9] <= 10'd0;
            snack_y[9] <= 10'd0;
            snack_x[10] <= 10'd0;
            snack_y[10] <= 10'd0;
            snack_x[11] <= 10'd0;
            snack_y[11] <= 10'd0;
            snack_x[12] <= 10'd0;
            snack_y[12] <= 10'd0;
            snack_x[13] <= 10'd0;
            snack_y[13] <= 10'd0;
            snack_x[14] <= 10'd0;
            snack_y[14] <= 10'd0;
            snack_x[15] <= 10'd0;
            snack_y[15] <= 10'd0;
            snack_x[16] <= 10'd0;
            snack_y[16] <= 10'd0;
            snack_x[17] <= 10'd0;
            snack_y[17] <= 10'd0;
            snack_x[18] <= 10'd0;
            snack_y[18] <= 10'd0;
            snack_x[19] <= 10'd0;
            snack_y[19] <= 10'd0;
        end else if (cnt_m == update_time) begin
            snack_x[1] <= snack_x[0];
            snack_y[1] <= snack_y[0];
            snack_x[2] <= snack_x[1];
            snack_y[2] <= snack_y[1];
            snack_x[3] <= snack_x[2];
            snack_y[3] <= snack_y[2];
            snack_x[4] <= snack_x[3];
            snack_y[4] <= snack_y[3];
            snack_x[5] <= snack_x[4];
            snack_y[5] <= snack_y[4];
            snack_x[6] <= snack_x[5];
            snack_y[6] <= snack_y[5];
            snack_x[7] <= snack_x[6];
            snack_y[7] <= snack_y[6];
            snack_x[8] <= snack_x[7];
            snack_y[8] <= snack_y[7];
            snack_x[9] <= snack_x[8];
            snack_y[9] <= snack_y[8];
            snack_x[10] <= snack_x[9];
            snack_y[10] <= snack_y[9];
            snack_x[11] <= snack_x[10];
            snack_y[11] <= snack_y[10];
            snack_x[12] <= snack_x[11];
            snack_y[12] <= snack_y[11];
            snack_x[13] <= snack_x[12];
            snack_y[13] <= snack_y[12];
            snack_x[14] <= snack_x[13];
            snack_y[14] <= snack_y[13];
            snack_x[15] <= snack_x[14];
            snack_y[15] <= snack_y[14];
            snack_x[16] <= snack_x[15];
            snack_y[16] <= snack_y[15];
            snack_x[17] <= snack_x[16];
            snack_y[17] <= snack_y[16];
            snack_x[18] <= snack_x[17];
            snack_y[18] <= snack_y[17];
            snack_x[19] <= snack_x[18];
            snack_y[19] <= snack_y[18];
        end
    reg [4:0] length;
    always @(posedge clk or negedge rst_n)
        if (!rst_n) begin
            length <= 5'd1;
            drive <= 1'd0;
        end else if (drive) drive <= 1'd0;
        else if (snack_x[0] >= box_x-10'd10&&snack_x[0]<=box_x+10'd10 && snack_y[0] >= box_y-10'd10&&snack_y[0]<=box_y+10'd10) begin
            drive <= 1'd1;
            if (length < 5'd20) length <= length + 5'd1;
            else length <= length;
        end
    always @(posedge clk or negedge rst_n)
        if (!rst_n) fin <= 1'b0;
        else if ((snack_x[0] == snack_x[1] && snack_y[0] == snack_y[1]) ||
                 (snack_x[0] == snack_x[2] && snack_y[0] == snack_y[2]) ||
                 (snack_x[0] == snack_x[3] && snack_y[0] == snack_y[3]) ||
                 (snack_x[0] == snack_x[4] && snack_y[0] == snack_y[4]) ||
                 (snack_x[0] == snack_x[5] && snack_y[0] == snack_y[5]) ||
                 (snack_x[0] == snack_x[6] && snack_y[0] == snack_y[6]) ||
                 (snack_x[0] == snack_x[7] && snack_y[0] == snack_y[7]) ||
                 (snack_x[0] == snack_x[8] && snack_y[0] == snack_y[8]) ||
                 (snack_x[0] == snack_x[9] && snack_y[0] == snack_y[9]) ||
                 (snack_x[0] == snack_x[10] && snack_y[0] == snack_y[10]) ||
                 (snack_x[0] == snack_x[11] && snack_y[0] == snack_y[11]) ||
                 (snack_x[0] == snack_x[12] && snack_y[0] == snack_y[12]) ||
                 (snack_x[0] == snack_x[13] && snack_y[0] == snack_y[13]) ||
                 (snack_x[0] == snack_x[14] && snack_y[0] == snack_y[14]) ||
                 (snack_x[0] == snack_x[15] && snack_y[0] == snack_y[15]) ||
                 (snack_x[0] == snack_x[16] && snack_y[0] == snack_y[16]) ||
                 (snack_x[0] == snack_x[17] && snack_y[0] == snack_y[17]) ||
                 (snack_x[0] == snack_x[18] && snack_y[0] == snack_y[18]) ||
                 (snack_x[0] == snack_x[19] && snack_y[0] == snack_y[19] )) fin <= 1'b1;
                      assign snack_r = (
                (x_pos >= snack_x[1]-10'd10 && x_pos <= snack_x[1]+10'd10)&&(y_pos >= snack_y[1]-10'd10 && y_pos <= snack_y[1]+10'd10)&&length > 5'd1)||
                ((x_pos >= snack_x[2]-10'd10 && x_pos <= snack_x[2]+10'd10)&&(y_pos >= snack_y[2]-10'd10 && y_pos <= snack_y[2]+10'd10)&&length > 5'd2)||
                ((x_pos >= snack_x[3]-10'd10 && x_pos <= snack_x[3]+10'd10)&&(y_pos >= snack_y[3]-10'd10 && y_pos <= snack_y[3]+10'd10)&&length > 5'd3)||
                ((x_pos >= snack_x[4]-10'd10 && x_pos <= snack_x[4]+10'd10)&&(y_pos >= snack_y[4]-10'd10 && y_pos <= snack_y[4]+10'd10)&&length > 5'd4)||
                ((x_pos >= snack_x[5]-10'd10 && x_pos <= snack_x[5]+10'd10)&&(y_pos >= snack_y[5]-10'd10 && y_pos <= snack_y[5]+10'd10)&&length > 5'd5)||
                ((x_pos >= snack_x[6]-10'd10 && x_pos <= snack_x[6]+10'd10)&&(y_pos >= snack_y[6]-10'd10 && y_pos <= snack_y[6]+10'd10)&&length > 5'd6)||
                ((x_pos >= snack_x[7]-10'd10 && x_pos <= snack_x[7]+10'd10)&&(y_pos >= snack_y[7]-10'd10 && y_pos <= snack_y[7]+10'd10)&&length > 5'd7)||
                ((x_pos >= snack_x[8]-10'd10 && x_pos <= snack_x[8]+10'd10)&&(y_pos >= snack_y[8]-10'd10 && y_pos <= snack_y[8]+10'd10)&&length > 5'd8)||
                ((x_pos >= snack_x[9]-10'd10 && x_pos <= snack_x[9]+10'd10)&&(y_pos >= snack_y[9]-10'd10 && y_pos <= snack_y[9]+10'd10)&&length > 5'd9)||
                ((x_pos >= snack_x[10]-10'd10 && x_pos <= snack_x[10]+10'd10)&&(y_pos >= snack_y[10]-10'd10 && y_pos <= snack_y[10]+10'd10)&&length > 5'd10)||
                ((x_pos >= snack_x[11]-10'd10 && x_pos <= snack_x[11]+10'd10)&&(y_pos >= snack_y[11]-10'd10 && y_pos <= snack_y[11]+10'd10)&&length > 5'd11)||
                ((x_pos >= snack_x[12]-10'd10 && x_pos <= snack_x[12]+10'd10)&&(y_pos >= snack_y[12]-10'd10 && y_pos <= snack_y[12]+10'd10)&&length > 5'd12)||
                ((x_pos >= snack_x[13]-10'd10 && x_pos <= snack_x[13]+10'd10)&&(y_pos >= snack_y[13]-10'd10 && y_pos <= snack_y[13]+10'd10)&&length > 5'd13)||
                ((x_pos >= snack_x[14]-10'd10 && x_pos <= snack_x[14]+10'd10)&&(y_pos >= snack_y[14]-10'd10 && y_pos <= snack_y[14]+10'd10)&&length > 5'd14)||
                ((x_pos >= snack_x[15]-10'd10 && x_pos <= snack_x[15]+10'd10)&&(y_pos >= snack_y[15]-10'd10 && y_pos <= snack_y[15]+10'd10)&&length > 5'd15)||
                ((x_pos >= snack_x[16]-10'd10 && x_pos <= snack_x[16]+10'd10)&&(y_pos >= snack_y[16]-10'd10 && y_pos <= snack_y[16]+10'd10)&&length > 5'd16)||
                ((x_pos >= snack_x[17]-10'd10 && x_pos <= snack_x[17]+10'd10)&&(y_pos >= snack_y[17]-10'd10 && y_pos <= snack_y[17]+10'd10)&&length > 5'd17)||
                ((x_pos >= snack_x[18]-10'd10 && x_pos <= snack_x[18]+10'd10)&&(y_pos >= snack_y[18]-10'd10 && y_pos <= snack_y[18]+10'd10)&&length > 5'd18)||
                ((x_pos >= snack_x[19]-10'd10 && x_pos <= snack_x[19]+10'd10)&&(y_pos >= snack_y[19]-10'd10 && y_pos <= snack_y[19]+10'd10)&&length > 5'd19);
                  assign snake_head=((x_pos >= snack_x[0]-10'd10 && x_pos <= snack_x[0]+10'd10)&&(y_pos >= snack_y[0]-10'd10 && y_pos <= snack_y[0]+10'd10));
endmodule
```
==> flow_summary.json <==
{
  "nFillCells": 16300,
  "outcome": "finished, final reports clean",
  "die_area_sq_um": 161000,
  "wl_mm": 158,
  "std_cell_rows": 146,
  "grt-ovfl-total": 0,
  "grt_usage": 0.199,
  "cp_data_required_time_ps": 14240,
  "dp_hpwl_mm": 111,
  "ys_warn_count": 4,
  "die_h_microns": 401,
  "numCtsBuffers": 54,
  "finalMaxSlewViolations": 0,
  "warnings": 89,
  "setup_violations": 0,
  "yosys.stat.seqShare": 0.226,
  "worstSetupPathType": "in -> out",
  "worstHoldPathCells": 0,
  "cts_sinks": 431,
  "place_ws_ps": 6090,
  "drcViolationCount": 0,
  "ys_sh_simple": 0.194,
  "ys_cells": 5971,
  "min-delay-start": "d_keycheck.key_cnt[1]",
  "top_cell": "nand2_1",
  "ys_area_sq_um": 47800,
  "drv_cap": 0,
  "grt_pass1_wl_mm": 244,
  "critPathLaunchType": "input port",
  "path_max_fanout": 13,
  "drive_above_1_share": 0.0416,
  "relSlewSlack": 0.320,
  "finalHoldViolCount": 0,
  "r2r_end": "snack_y[9][2]",
  "vias": 41400,
  "critPathArrivalTime_ps": 8040,
  "postCtsHoldBufs": 0,
  "grt_use_met3": 0.0296,
  "power.density_nw_per_um2": 48.7,
  "timing.fmax_ghz": 0.0862,
  "drt-pass1-iter-count": 5,
  "io_buffers": 48,
  "ir_drop_v": 0.0000743,
  "clock_latency_ps": 650,
  "period_needed_ps": 11600,
  "wl_per_cell_microns": 20.1,
  "worstMarginPinSlew_ps": 1020,
  "antenna_left": 0,
  "synth_top_flop_cell": "dfrtp_1",
  "aoi_share": 0.141,
  "fp_util": 0.302,
  "rrSetupSlack_ps": 13930,
  "synth_area_sq_um": 47800,
  "ff2ff_path_depth": 10,
  "ctsRootBufferMaster": "clkbuf_16",
  "syn_inst": 5971,
  "final.setup.tns_ps": 0,
  "fin_worst_skew_ps": 14.1,
  "crit_start": "x_pos[0]",
  "async_reset_ff_frac": 1.00,
  "cts_max_level": 2,
  "grt_pass1_vias": 39700,
  "tritoncts": "built",
  "top_area_frac": 0.220,
  "hold_end": "d_keycheck.key_cnt[2]",
  "ys_top_logic_family": "adder cells",
  "fp.dieW_microns": 401,
  "ys_types": 83,
  "placeableCoreArea_sq_um": 158000,
  "common_cells": "nand2_1, ha_1, xor2_1, xnor2_1, dfrtp_1",
  "syn_avg_cell_area_sq_um": 8.00,
  "grt_setup_unrepaired": "no",
  "ys.flops": 431,
  "area_growth_pct": 8.29,
  "ioPinCount": 49,
  "grtUsageMet1": 0.286,
  "synthTopCellsByArea": "dfrtp_1, ha_1, nand2_1",
  "cts_resized": 0,
  "largest_area_cell": "dfrtp_1",
  "grt_start_max_net_pins": 131,
  "r2r-start": "cnt_m[0]",
  "dr.first_iter.drc_count": 3454,
  "grt-busiest-layer": "met2",
  "yosys.area_share.adder": 0.214,
  "viasPerCell": 5.26,
  "post-cts-setup-buffers": 0,
  "path_clk_slew_ps": 60,
  "worst_slack_ps": 6200,
  "gr-usage-met2": 0.310,
  "power.leakage_nw": 24.8,
  "mux_area_frac": 0.000917,
  "antenna_found_initial": 11,
  "cts.path.max_buffers": 3,
  "holdCritPathClass": "reg -> reg",
  "synth-xor-area-share": 0.171,
  "cp-end-kind": "output port",
  "finalCritPeriodShare": 0.652,
  "edf_count": 0,
  "place.gp.congestion": 0.968
}
per-stage QoR:
step	instances	instance area (sq um)	hold slack [ps]	util	total power, mW
floorplan	5971	47800	354	-	1.17
CTS	7868	51700	371	0.327	2.54
global route	7868	51700	375	0.327	2.62
finish	7869	51700	368	0.327	2.52
global placement	7766	49800	362	0.315	1.30
detailed placement	7766	49800	370	0.315	1.31
worst max path at each step:
| stage | end | slack (ps) | cells after the start |
|---|---|---|---|
| after global routing | snack_r | 6030 | 15 |
| final | snack_r | 6200 | 15 |
| after CTS | snack_r | 6070 | 15 |
cells in the final DEF, fill, tap and decap left out, drive strengths merged, types with 16 or more instances in the layout:
master / count
xor2: 468
a2111oi: 27
o2111ai: 52
a21o: 84
clkdlybuf4s50: 30
o21ai: 398
dfrtp: 420
o211ai: 26
clkbuf: 69
nand4: 124
nor2b: 60
nor4: 96
clkinv: 18
nor2: 260
inv: 230
ha: 817
or3: 20
buf: 102
a31oi: 25
xnor2: 462
o22ai: 28
nor3: 94
nand3: 101
nand2b: 58
or4: 16
o21a: 49
nand2: 1114
a211oi: 35
and4: 21
and3: 34
a21oi: 295
where the power goes:
part	internal (mW)	leakage, nW	switching [mW]
sequential	0.985	5.92	0.0109
combinational	0.107	17.9	0.187
clock	0.750	0.970	0.480
registers in the layout, indices dropped and copies added, names as in the netlist:
name / count
r_keycheck.key_v: 1
fin: 1
u_keycheck.key_cnt: 3
cnt_m: 21
snack_y: 180
dir: 2
drive: 1
l_keycheck.key_cnt: 3
r_keycheck.key_cnt: 3
length: 5
snack_x: 200
update_time: 5
u_keycheck.key_v: 1
l_keycheck.key_v: 1
d_keycheck.key_v: 1
d_keycheck.key_cnt: 3
cell type report:
class	count	area (sq um)	share of cell area
diodes	1	2.50	0.0000484
clock buffers	69	1490	0.0288
clock inverters	33	472	0.00912
inverters	228	856	0.0165
multi-input cells	4903	34400	0.666
flip-flops and latches	431	10800	0.209
well taps	2072	2590	0.0501
repair buffers	132	1070	0.0207
worst max-delay path: stages:
cell and delay, ps:
clkdlybuf4s50_1 450, inv_1 90, buf_4 270, buf_4 420, ha_1 310, nand2b_1 140, a21o_1 170, a211o_1 280
o2111ai_1 90, a31oi_1 140, o2111a_1 280, a2111oi_0 580, and4_1 290, nand4_1 370, clkdlybuf4s50_1 540
layer usage:
layer	share of wire	vias to the layer above
met5	0.00027	-
met4	0.039	8
met3	0.063	304
met2	0.44	1204
met1	0.45	19700
li1	-	20200
kinds of logic (layout without fill, tap and decap cells):
group                      Yosys count  in the layout
DFF                                431            431
and+or+nand+nor                   2043           2043
other                                0              1
xor gates and xnor gates           930            930
muxes                                4              4
buffers and inverters              637            462
adders and majority gates          817            817
AOI/OAI and AO/OA                 1109           1109
Power figures rest on the tool's default switching activity, not on a simulated workload.
