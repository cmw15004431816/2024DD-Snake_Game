==> ./design.v <==
`timescale 1ns / 1ps
module box_create(
    input clk,
    input rst_n,
    input [8:0] rand_num,
    input rand_drive,
    output reg [9:0] rand_x,
    output reg [9:0] rand_y
    );
    reg flag;
    always @(posedge clk or negedge rst_n)
        if (!rst_n) begin
            rand_x <= 9'd300;
            rand_y <= 9'd300;
            flag <= 1'b0;
        end else if (rand_drive) begin
            flag <= 1'b1;
            rand_x <= rand_num;
        end else if (flag == 1'b1) begin
            rand_y <= rand_num;
            flag <= 1'b0;
        end
endmodule
`timescale 1ns / 1ps
module random(
    input clk,
    input rst_n,
    output reg [8:0] rand_num
    );
    always @(posedge clk or negedge rst_n)
        if (!rst_n) rand_num <= 9'd132;
        else begin
            rand_num[0] <= rand_num[8];
            rand_num[1] <= rand_num[0];
            rand_num[2] <= rand_num[1];
            rand_num[3] <= rand_num[2];
            rand_num[4] <= rand_num[3] ^ rand_num[8];
            rand_num[5] <= rand_num[4] ^ rand_num[8];
            rand_num[6] <= rand_num[5] ^ rand_num[8];
            rand_num[7] <= rand_num[6];
            rand_num[8] <= rand_num[7];
            if (rand_num > 9'd240)
                rand_num <= rand_num % 9'd240;
        end
endmodule
`timescale 1ns / 1ps
module random_box(
    input clk,
    input rst_n,
    input drive,
    output wire [9:0] box_x,
    output wire [9:0] box_y
    );
    wire [8:0] rand_num;
    random U1_random(
        .clk(clk),
        .rst_n(rst_n),
        .rand_num(rand_num)
    );
    wire [9:0] rand_x;
    wire [9:0] rand_y;
    box_create U1_box_create(
        .clk(clk),
        .rst_n(rst_n),
        .rand_num(rand_num),
        .rand_drive(drive),
        .rand_x(rand_x),
        .rand_y(rand_y)
    );
    assign box_x = rand_x;
    assign box_y = rand_y;
endmodule
==> ./run.sh <==
#!/bin/bash
# OpenROAD 26Q1-2900-gdf79404cd8, Yosys 0.63+post, stock flow scripts
make -C /OpenROAD-flow-scripts/flow DESIGN_CONFIG=/design/flow/config.mk WORK_HOME=/design/flow/orfs finish
==> ./config.mk <==
export PLATFORM = sky130hd
export DESIGN_NAME = random_box
export DESIGN_NICKNAME = random_box
export VERILOG_FILES = /design/flow/design.v
export SDC_FILE = /design/flow/constraint.sdc
export NUM_CORES = 4
export LEC_CHECK = 1
export CORE_AREA = 10 10 101 101
export DIE_AREA = 0 0 111 111
==> ./constraint.sdc <==
current_design random_box

set clk_period 2.9
set clk_io_pct 0.2

create_clock -name clk0 -period $clk_period [get_ports {clk}]

set non_clock_inputs [all_inputs -no_clocks]
set_input_delay [expr $clk_period * $clk_io_pct] -clock clk0 $non_clock_inputs
set_output_delay [expr $clk_period * $clk_io_pct] -clock clk0 [all_outputs]
==> run notes <==
yosys + openroad results -> Hold Violations, Final 0, yosys synthesis chip area ~1200 um^2, Die Size 12300 um^2, Startpoint Class flip-flop, CP required ~2.3 ns, total CTS buffers 3, Detailed Route WL 2.50 mm, Synth Warn # 2, clk root buf clkbuf_8, via count around 710, CP arrival 1.30 ns, Chip Height 111 um, Tool Warnings 25, critical-path cell list clkdlybuf4s50_1, Post-DP HPWL ~1.8 mm, first-pass GRT wire length approximately 4 mm, # DRC 0, clock tree buffer depth 2, # Cells Yosys slightly below 90, drt wl/cell around 12 um, Power per Cell Area about 460 nW/um^2, post-route ant nets 0, hold crit path type reg -> reg, RSZ-0062 raised after global routing false, Reg2Reg Capture Point U1_random.rand_num[7], Setup TNS 0 ns, synth unique cells 26, pin count of the biggest net entering global routing 29, Detailed Routing Iterations Pass 1 4, final global-route overflow total 0, First DRT Iteration DRCs 18, hold_buf cts 0, CTS tree built, Hold Path End U1_box_create.rand_y[5], CP max-delay cell dfstp_2, Final Skew approximately 0.0033 ns, die width 111 um, core area about 8000 um^2, status finished clean, VDD IR max around 270 uV, leakage power 0.661 nW, Pwr Total 0.715 mW, antenna fix cells 0, CP Max Fanout 2, Post-CTS Resized 0, final setup violation count 0, initial core utilization 14.7%, Post-Syn Area ~1200 um^2, worst r2r src U1_random.rand_num[3], final critical path time including I/O delays and setup between 1.5 and 2 ns, fin. max-slew vios 0, number of stages on the worst hold path 2, final worst-path cycle share between 60 and 70%, Post-CTS Setup Inserts 0, Port Buffers 20, Synth Instances slightly below 90, crit path from U1_box_create.rand_x[5], CP max stage delay approximately 0.55 ns, syn_area_per_cell 13.4 um^2, critical hold path startpoint U1_box_create.rand_y[5], row count 33, Highest Clock Rate ~530 MHz, R2R cell count 3, count of clock tree sinks 28, initial antenna violation count 0, CP bufs+invs 1, critical path type reg -> out, I/O pins 23, post-DR vias/cell around 3.4, Worst-Skew Late Latency about 0.27 ns, vias in the first global route around 730, Worst setup EP type output pin, post-synthesis to final-layout area growth 31.5%, max_cap viols 0, register share after synthesis about 60%, clk slew on worst S/H paths 0.09 ns, share of layout cells above drive strength 1 between 30 and 40%, CP top delay family flip-flops, number of cells on the critical path 1, GP Congestion between 0.7 and 0.8, Synth flops 28, Global Route Usage Sum 3.98%, r2r setup slk 1.47 ns, H-Tree Depth 1
## report_power, final
group	leakage, nW	total [mW]	internal, mW	switching, mW
combinational	0.273	0.0202	0.00772	0.0125
sequential	0.352	0.392	0.392	0.000220
clock	0.0357	0.303	0.185	0.119
total	0.661	0.715	0.584	0.131
## registers in the layout, indices dropped and copies added (netlist names)
name                  count
U1_box_create.rand_x      9
U1_box_create.rand_y      9
U1_random.rand_num        9
U1_box_create.flag        1
## final cells by class
| cell class | count | area (um^2) |
|---|---|---|
| clock buffer | 3 | 41.3 |
| multi-input combinational | 51 | 433 |
| tap | 105 | 131 |
| fill | 866 | 6560 |
| inverter | 2 | 7.51 |
| timing repair buffer | 22 | 215 |
| sequential | 28 | 713 |
| clock inverter | 1 | 30.0 |
## cell usage after synthesis
cell | instances | area [um^2]
nor2b_1 | 2 | 12.5
dfstp_2 | 10 | 263
a21o_1 | 1 | 7.51
a31oi_1 | 1 | 6.26
conb_1 | 1 | 3.75
nand3b_1 | 2 | 15.0
nand2_1 | 3 | 11.3
o21ai_0 | 4 | 20.0
clkbuf_1 | 4 | 15.0
nor2_1 | 2 | 7.51
and3_1 | 1 | 6.26
mux2_2 | 21 | 236
dfrtp_1 | 18 | 450
a41oi_1 | 1 | 8.76
a21oi_1 | 2 | 10.0
o211ai_1 | 1 | 7.51
inv_1 | 2 | 7.51
a41oi_2 | 1 | 16.3
buf_4 | 2 | 15.0
xor2_1 | 1 | 8.76
a22o_1 | 1 | 8.76
or4_4 | 1 | 11.3
buf_2 | 3 | 15.0
a211oi_2 | 1 | 12.5
nand2b_1 | 2 | 12.5
o22ai_1 | 1 | 6.26
## placed cells by master, fill, tap and decap left out, drive strengths merged, types with 3 or more instances in the layout
master	instances
clkbuf	3
clkdlybuf4s50	20
dfrtp	18
dfstp	10
mux2	21
nand2	3
o21ai	4
## layer usage
layer / track usage (%) / part of all wire, % / vias to the layer above / wire length [um]
li1: - / - / 344 / -
met1: 5.27 / 48 / 348 / 1190
met2: 6.01 / 44 / 17 / 1100
met3: 1.92 / 7.4 / 2 / 186
met4: 0.260 / 0.68 / 0 / 17
met5: 0 / 0 / - / 0
## how the worst max path moves through the flow
stage	end
after CTS	box_x[2]
after global routing	U1_box_create.rand_y[4]
final	box_x[5]
## per-stage QoR
stage / instance area [um^2] / cells / setup WS [ns] / hold WS, ns / util [%]
after detailed placement: 1500 / 208 / 0.746 / 0.479 / 18.4
after global routing: 1570 / 212 / 0.970 / 0.538 / 19.3
final: 1570 / 212 / 1.02 / 0.491 / 19.3
after global placement: 1500 / 208 / 0.776 / 0.478 / 18.4
after floorplan: 1200 / 90 / 1.38 / 0.284 / -
after CTS: 1570 / 212 / 1.01 / 0.493 / 19.3
## cells by family (layout without fill, tap and decap cells)
| kind of cell | Yosys count | count (layout) | share of synthesized area, % |
|---|---|---|---|
| buffers and inverters | 11 | 28 | 4.40 |
| AND-OR/OR-AND | 14 | 14 | 8.69 |
| AND/OR/NAND/NOR | 13 | 13 | 6.39 |
| multiplexers | 21 | 21 | 19.8 |
| other | 1 | 2 | 0.314 |
| flip-flops | 28 | 28 | 59.7 |
| XOR/XNOR | 1 | 1 | 0.733 |
Power figures rest on the tool's default switching activity, not on a simulated workload.
