**/design/flow/design.v**
```verilog
module Bpmusic(
input key,
input clk,
output reg beep
);
reg [15:0] cnt;
reg [15:0] prediv;
reg [12:0] delay;
initial begin
cnt = 16'd0;
prediv = 16'hBA9E;
delay = 13'd0;
end
always @(posedge clk) begin
if (key == 1'b1) begin
	beep <= 1'b0;
	delay <= 13'd0;
	cnt <= 16'd0;
	prediv <= 16'hBA9E;
end
else begin
	cnt <= cnt + 1'b1;
	if (cnt == prediv) begin
		beep <= ~beep;
		cnt <= 0;
		delay <= delay +1'b1;
		case(delay)
			13'd1000:prediv <= 16'hA648;
			13'd2000:prediv <= 16'h941F;
			13'd3000:prediv <= 16'h8BCF;
			13'd4000:prediv <= 16'h7C90;
			13'd5000:prediv <= 16'h6EFA;
			13'd6000:prediv <= 16'h62DD;
			13'd7000:begin
				prediv <= 16'hBA9E;
				delay <= 13'd0;
				end
			default : prediv <= prediv;
			endcase
	end
end 
end
endmodule
```
**/design/flow/run.sh**
```bash
#!/bin/bash
# OpenROAD 26Q1-2900-gdf79404cd8, Yosys 0.63+post, stock flow scripts
make -C /OpenROAD-flow-scripts/flow DESIGN_CONFIG=/design/flow/config.mk WORK_HOME=/design/flow/orfs finish
```
**/design/flow/config.mk**
```make
export PLATFORM = sky130hd
export DESIGN_NAME = Bpmusic
export DESIGN_NICKNAME = Bpmusic
export VERILOG_FILES = /design/flow/design.v
export SDC_FILE = /design/flow/constraint.sdc
export NUM_CORES = 4
export LEC_CHECK = 1
export CORE_UTILIZATION = 40
```
**/design/flow/constraint.sdc**
```tcl
current_design Bpmusic

set clk_period 5.0
set clk_io_pct 0.2

create_clock -name clk0 -period $clk_period [get_ports {clk}]

set non_clock_inputs [all_inputs -no_clocks]
set_input_delay [expr $clk_period * $clk_io_pct] -clock clk0 $non_clock_inputs
set_output_delay [expr $clk_period * $clk_io_pct] -clock clk0 [all_outputs]
```
==> results_dict.tcl <==
# metrics dict for downstream scripts
set metrics [dict create \
    grt_max_degree 32 \
    synth_dominant_cell_count "dfxtp_1" \
    first_iter_violations 141 \
    cts.clk_slew.worst_paths_ns 0.09 \
    cp_data_arrival_time_ns 2.79 \
    yosys-top-cells-count "46 x dfxtp_1, 41 x nor2_1, 24 x xor2_1" \
    area_leaders "dfxtp_1 36%, xor2_1 8.1%, nor2_1 5.9%" \
    grt_usage 0.183 \
    cts.sinks 46 \
    avgSynthCellArea_um2 8.34 \
    path_cells "xor2_1 > nor4_1 > and4_1 > o31ai_4 > mux2_1" \
    critPathMaxStageDelay_ns 0.75 \
    synth_warnings 1 \
    yosys_cells 311 \
    placed_area_um2 2630 \
    die-area_um2 6810 \
    grt_pass1_wl_um 9300 \
    tightest_slew_ns 0.827 \
    cts_max_level 2 \
    areaGrowthSynthToFinish_pct 5.07 \
    worstHoldPathCells 2 \
    netlist_instances 311 \
    overflow 0 \
    period_minus_slack_ns 2.60 \
    setup_slack_ns 2.40 \
    max_slew_margin 0.449 \
    core_um2 6100 \
    p_per_area_nw_per_um2 232 \
    max-vdd-ir-drop_mv 0.176 \
    root_buffer "clkbuf_8" \
    hold_violations 0 \
    openroad.warnings 26 \
    cp_data_required_time_ns 5.19 \
    seq_area_frac_synth 0.355 \
    ff_type "dfxtp_1" \
    synth-edff-count 0 \
    drv_slew 0 \
    diodes 0 \
    setup_violations 0 \
    fp-utilization 0.425 \
    hold_path_class "flop to flop" \
    run_status "complete, no violations" \
    drive_gt1_frac 0.0561 \
    rr_startpoint "cnt[4]" \
    cts_tree "yes" \
    drtAntennaViolNets 0 \
    postRouteWirelength_um 5590 \
    r2r_end "prediv[6]" \
    ioPinCount 3 \
    clock_latency_ns 0.30 \
    via_per_inst 5.65 \
    dp_hpwl_um 3840 \
    worstSetupPathType "flop to flop" \
    place_ws_ns 2.49 \
    crit_buf_inv 0 \
    grt_pass1_vias 1922 \
    firstDrtPassIters 5 \
    final.setup_skew_ns 0.00567 \
    clock.fmax_ghz 0.385 \
    async_reset_ff_frac 0 \
    synth_area_um2 2590 \
    yosys.area.top_type "dfxtp_1" \
    rsz0062_at_grt "no" \
    cap_violations 0 \
    numCtsBuffers 5 \
    timing.reg2reg.worst_path_depth 5 \
    ys_chip_area_um2 2590 \
    wl_per_cell_um 14.8 \
    synth_cell_types 54 \
    worstHoldEndpoint "prediv[14]" \
    portBuffers 2 \
    regToRegSetupSlack_ns 2.40 \
    yosysTopAreaCellShare 0.355 \
    dp.cells 370 \
    antenna_found_initial 0 \
    cp_slowest_cell "and4_1" \
    start_kind "flop" \
    hp-start "prediv[14]" \
    cts_resized 0 \
    holdBufCountCts 0 \
    final_cells 378 \
    fin_crit_sh 0.520 \
    endpoint_kind "flop" \
    cpLargestDelayFamily "simple AND/OR/NAND/NOR gates" \
    cp_max_fo 16 \
    die_w_um 82.5 \
    fp.dieH_um 82.5 \
    whs_ns 0.474 \
    p_leak_nw 0.943 \
    vias 2135 \
    cts_max_path_buffers 2 \
    final_area_um2 2720 \
    core.rowCount 28 \
    place.gp.congestion 0.881 \
    post-route-drc-count 0 \
    tns_ns 0 \
    numSynthFlops 46 \
    post_cts_buffers 0 \
    p_total_mw 0.632 \
    utilization 0.447 \
]
-- cell type report --
cell class | count | area [um^2]
Multi-Input combinational cell | 236 | 1540
Fill cell | 597 | 3370
Sequential cell | 46 | 921
Clock buffer | 7 | 86.3
Tap cell | 75 | 93.8
Clock inverter | 1 | 8.76
Inverter | 8 | 30.0
Timing Repair Buffer | 5 | 42.5
-- layout by cell type, fill, tap and decap left out, types with 9 or more instances in the layout --
cell	count
nand2_1	15
a21oi_1	17
nor3_1	9
o21ai_0	9
nor4_1	10
and3_1	10
nor2_1	41
dfxtp_1	46
xor2_1	24
nand3_1	13
-- layer usage --
metal / global-route usage / wire, um / up-vias
li1: - / - / 1104
met4: 0.0224 / 44 / 0
met5: 0 / 0 / -
met3: 0.0245 / 232 / 4
met1: 0.302 / 3020 / 982
met2: 0.264 / 2290 / 45
-- sequential cells by signal, summed over array words and instances (netlist names) --
| signal | flops |
|---|---|
| beep | 1 |
| cnt | 16 |
| delay | 13 |
| prediv | 16 |
-- kinds of logic after synthesis --
kind of cell	count (synthesis)	share of synthesized area
AOI/OAI and AO/OA	51	0.134
xor gates and xnor gates	31	0.105
adders and majority gates	3	0.0145
buffers and inverters	29	0.0502
DFF	46	0.355
muxes	9	0.0352
and+or+nand+nor	142	0.306
-- worst register-to-register path, cell delays in order (launching register included) --
cell and delay [ns]:
dfxtp_1 0.35, xor2_1 0.15, nor4_1 0.47, and4_1 0.75, o31ai_4 0.38, mux2_1 0.39
-- how the worst max path moves through the flow --
stage,from,to,slack (ns),cells after the start
CTS,cnt[3],prediv[6],2.44,5
global route,cnt[4],prediv[6],2.25,5
finish,cnt[4],prediv[6],2.40,5
-- report_power, final --
| part | total, mW | leakage (nW) | internal [mW] | switching, mW |
|---|---|---|---|---|
| Sequential | 0.371 | 0.371 | 0.368 | 0.00312 |
| Clock | 0.245 | 0.0489 | 0.114 | 0.131 |
| Combinational | 0.0160 | 0.523 | 0.00529 | 0.0107 |
| Total | 0.632 | 0.943 | 0.488 | 0.145 |
Power and IR drop assume default switching activity.
